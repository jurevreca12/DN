<file path="flow/design.v">
module APB_Bridge  #(
    parameter DW = 32 ,   
    parameter AW = 32  ,   
    parameter BRG_BASE = 32'hc000_0000,
    localparam CW = 1 + DW + AW ,   
    localparam RW = 1 + DW               
)(
    input logic CLK,
    input logic RESETn,
    input logic [31:0] io_address,
    input logic io_addr_strobe,
    input logic [31:0] io_write_data,
    input logic io_write_strobe,
    input logic [3:0] io_byte_enable,
    output logic [31:0] io_read_data,
    input logic io_read_strobe,
    output logic io_ready,
    output logic [AW-1:0] pADDR,
    output logic  pSELx,  
    output logic  pENABLE,
    output logic  pWRITE,
    output logic [DW-1:0] pWDATA,
    input logic [DW-1:0] pRDATA,
    input logic  pREADY,
    input logic  pSLVERR
);
    logic [CW-1:0] cmd;
    logic valid;
    logic [RW-1:0] resp;
    logic          ready;
    logic mcs_bridge_enable;
    assign mcs_bridge_enable = (io_address[31:24] == BRG_BASE[31:24]);
    assign valid = io_addr_strobe & mcs_bridge_enable;  
    logic write_req, write, delay_write;
    assign write = io_write_strobe & ~io_read_strobe;
    always_ff @(posedge CLK or negedge RESETn) begin
        if (!RESETn) begin
            delay_write <= 0;
        end else begin
            if(valid) begin
                delay_write <= write;
            end
        end
    end
    assign write_req = (valid == 1) ? write : delay_write;
    assign cmd = {write_req, io_write_data, io_address};
    always_comb begin
        io_read_data = resp[DW-1:0];
        if (resp[DW]) begin
            io_read_data = 32'hDEADFA17; 
        end
    end
    assign io_ready = ready & mcs_bridge_enable;
    APB_master #(
    .DW(DW),    
    .AW(AW)     
    ) u_apb_master (
        .pCLK    (CLK),
        .pRESETn (RESETn),
        .i_cmd   (cmd),
        .i_valid (valid),
        .o_resp  (resp),
        .o_ready (ready),
        .pADDR   (pADDR),
        .pSELx   (pSELx),
        .pENABLE (pENABLE),
        .pWRITE  (pWRITE),
        .pWDATA  (pWDATA),
        .pRDATA  (pRDATA),
        .pREADY  (pREADY),
        .pSLVERR (pSLVERR)
    );
endmodule
module APB_master #(
    parameter DW = 32 ,   
    parameter AW = 32  ,   
    localparam CW = 1 + DW + AW ,   
    localparam RW = 1 + DW               
)(
    input logic pCLK,
    input logic pRESETn,
    input  logic [CW-1:0] i_cmd   ,   
    input  logic          i_valid ,   
    output logic [RW-1:0] o_resp  ,   
    output logic          o_ready ,   
    output logic [AW-1:0] pADDR,
    output logic  pSELx,  
    output logic  pENABLE,
    output logic  pWRITE,
    output logic [DW-1:0] pWDATA,
    input logic [DW-1:0] pRDATA,
    input logic  pREADY,
    input logic  pSLVERR
);
    typedef enum logic [1:0] {
        IDLE,
        SETUP,
        ACCESS
    } state_apb;
    state_apb state, next_state;
    logic delay_write;
    always_ff @(posedge pCLK) begin
        if (!pRESETn) begin
            state <= IDLE;
        end
        else begin
            state <= next_state;
        end
    end
    always_comb begin
        next_state = state;
        case (state)
            IDLE: begin
                if (i_valid) begin
                    next_state = SETUP;
                end
            end
            SETUP: begin
                next_state = ACCESS;
            end
            ACCESS: begin
                if (pREADY && i_valid) begin
                    next_state = SETUP;
                end else if (pREADY && !i_valid) begin
                    next_state = IDLE;
                end
            end
            default: next_state = state;
        endcase
    end
    assign pADDR = i_cmd[AW-1:0];
    assign pWDATA = i_cmd[CW-2:AW];
    assign pWRITE = i_cmd[CW-1];
    assign pENABLE = (state == ACCESS) ? 1 : 0;
    assign pSELx = (state == SETUP  || state == ACCESS) ? 1 : 0;
    assign o_ready = pENABLE && pREADY;  
    assign o_resp = {pSLVERR, pRDATA};  
endmodule
</file>
<file path="flow/run.sh">
#!/bin/bash
# OpenROAD 26Q1-2900-gdf79404cd8, Yosys 0.63+post, stock flow scripts
make -C /OpenROAD-flow-scripts/flow DESIGN_CONFIG=/design/flow/config.mk WORK_HOME=/design/flow/orfs finish
</file>
<file path="flow/config.mk">
export PLATFORM = sky130hd
export DESIGN_NAME = APB_Bridge
export DESIGN_NICKNAME = APB_Bridge
export VERILOG_FILES = /design/flow/design.v
export SDC_FILE = /design/flow/constraint.sdc
export NUM_CORES = 4
export LEC_CHECK = 1
export CORE_AREA = 10 10 88 88
export DIE_AREA = 0 0 98 98
export SYNTH_HDL_FRONTEND = slang
</file>
<file path="flow/constraint.sdc">
current_design APB_Bridge

set clk_period 2.0
set clk_io_pct 0.2

create_clock -name clk0 -period $clk_period [get_ports {CLK}]

set non_clock_inputs [all_inputs -no_clocks]
set_input_delay [expr $clk_period * $clk_io_pct] -clock clk0 $non_clock_inputs
set_output_delay [expr $clk_period * $clk_io_pct] -clock clk0 [all_outputs]
</file>
==> results_dict.tcl <==
# flow metrics
set metrics [dict create \
    run_status "complete, no violations" \
    netlist_area_sq_um 867.1 \
    clockBufferDepth 2 \
    antennaDiodeCount 0 \
    syn-instance-count 115 \
    ys_sh_xor_pct 0 \
    timing_max_transition_violations_final 0 \
    dp_cells 219 \
    worst_slew_pin_slew_ns 0.2111 \
    ys_cells 115 \
    worst_hold_slack_ns 0.3620 \
    routed_wirelength_microns 3143 \
    cp_data_required_time_ns 1.60 \
    wl_per_cell_microns 14.03 \
    layout_cells_sized_above_1_pct 27.52 \
    die_h_microns 98 \
    share_clk_of_total_power_pct 38.5 \
    stage_log_warnings 31 \
    power_switching_w 0.00008591 \
    post_synth_and_or_nand_nor_area_fraction_pct 30.16 \
    top_cell_area_share_pct 55.41 \
    pwr-share-comb_pct 44.2 \
    logic_family "buffers and inverters" \
    hold_viol 0 \
    critical_path.startpoint_type "input pin" \
    ios 207 \
    dr.pass1.iters 2 \
    cts_tree "built" \
    min_delay_path_class "in2async" \
    post_synth_mux_area_share_pct 1.299 \
    sequential_cell_area_fraction_in_the_yosys_report_pct 9.812 \
    area_delta_synth_final_pct 71.14 \
    crit_arrival_ns 1.58 \
    final_cells 224 \
    grt_antenna_before_repair 0 \
    fin_crit_ns 1.981 \
    final_worst_path_period_share_pct 99.06 \
    yosys.area_share.adder_pct 0 \
    routed-via-count 793 \
    mostFrequentLayoutCell "sky130_fd_sc_hd__clkdlybuf4s50_1" \
    htreeDepth 1 \
    total_half_perimeter_wirelength_after_legalization_and_detailed_placement_microns 2792 \
    yosysChipArea_sq_um 867.1 \
    rows 28 \
    timing.final.setup_violations 0 \
    gpl.final_weighted_congestion 0.7546 \
    drtAntennaViolNets 0 \
    cell_internal_pwr_w 0.0003849 \
    floorplan.core_area_sq_mm 0.005921 \
    grt_pass1_wl_microns 4623 \
    power.density_cell_area_mw_per_mm2 317.3 \
    gr_usage_total_pct 5.795 \
    remaining_design_rule_violation_count 0 \
    timing_worst_setup_path_type "in2out" \
    ir_worst_vdd_mv 0.2756 \
    grt_overflow 0 \
    p_sw_share_pct 18.25 \
    cap_viol_max_count 0 \
    floorplan.die_area_sq_mm 0.009604 \
    static-leakage-power_nw 0.5897 \
    sequentialPowerShare_pct 17.3 \
    mostFrequentLayoutCells "77 x sky130_fd_sc_hd__clkdlybuf4s50_1, 22 x sky130_fd_sc_hd__or2_2, 13 x sky130_fd_sc_hd__nor2b_1, 7 x sky130_fd_sc_hd__dlygate4sd2_1, 5 x sky130_fd_sc_hd__buf_4" \
    r2r_cells 2 \
    port_buffers 90 \
    clk_root_buffer_cell "sky130_fd_sc_hd__clkbuf_8" \
    synthesis.area_per_instance_sq_um 7.540 \
    clk_latency_ns 0.22 \
    cell_types_with_the_largest_area_share_after_synthesis "sky130_fd_sc_hd__buf_4 55%, sky130_fd_sc_hd__or2_2 16%, sky130_fd_sc_hd__nor2b_1 9.4%, sky130_fd_sc_hd__dfxtp_1 6.9%, sky130_fd_sc_hd__dfrtp_1 2.9%" \
    layout.filler_cells 658 \
    clock_skew_ns 0.006924 \
    synth.distinct_cells 15 \
    drt_first_iter_violations 1 \
    cts.sinks 4 \
    worst_setup_hold_path_clk_slew_ns 0.04 \
    largest_area_cell "sky130_fd_sc_hd__buf_4" \
    tritoncts.num_buffers 3 \
    grt_setup_unrepaired "yes" \
    ys.flops 4 \
    relSlewSlack_pct 85.91 \
    first_global_vias 836 \
    synth-warning-count 0 \
    floorplan.core_util_pct 14.64 \
    critPathCaptureType "output pin" \
    grt_max_degree 14 \
    die_width_microns 98 \
    synthAoiAreaFrac_pct 2.020 \
    peak_freq_ghz 0.5047 \
    timing.critical_path.fanout_max 2 \
    vias_per_cell 3.540 \
    cts.hold.buffers_added 0 \
]
==> cells in the mapped netlist, drive strengths merged <==
master	instances
o21ai	1
clkbuf	3
dfxtp	3
and4	1
o21a	1
nor4	1
mux2	1
buf	64
nor4bb	1
and3	1
dfrtp	1
a21oi	1
and3b	1
or2	22
nor2b	13
==> sequential cells by signal, summed over array words and instances, names as in the netlist <==
name	count
u_apb_master.state	3
delay_write	1
==> layer usage <==
metal / vias up / GRT usage, % / share of wire (%)
met4: 0 / 2.685 / 4.2
met1: 315 / 5.955 / 36
met5: - / 0 / 0
li1: 360 / - / -
met3: 22 / 4.694 / 18
met2: 96 / 8.376 / 42
==> layout make-up <==
| class | instances | area, sq um | share of cell area (%) |
|---|---|---|---|
| flip-flops and latches | 4 | 85.08 | 5.734 |
| well taps | 75 | 93.84 | 6.324 |
| clock buffers | 4 | 45.04 | 3.035 |
| repair buffers | 97 | 932.1 | 62.82 |
| multi-input cells | 44 | 327.8 | 22.09 |
==> path summary, 6_finish.rpt <==
| check | from | to | slack [ns] |
|---|---|---|---|
| worst max-delay path | io_address[28] | pWRITE | 0.02 |
| worst min-delay path | RESETn | delay_write | 0.36 |
| worst max register to register | u_apb_master.state[1] | u_apb_master.state[2] | 1.19 |
| worst min register to register | u_apb_master.state[2] | u_apb_master.state[1] | 0.48 |
| max in group asynchronous | RESETn | delay_write | 1.50 |
| min in group clk0 | u_apb_master.state[2] | u_apb_master.state[1] | 0.48 |
==> power by group through the flow <==
stage	clock network [W]	registers (W)	logic, W
finish	0.000181	0.0000814	0.000208
CTS	0.000188	0.0000814	0.000211
global route	0.000191	0.0000813	0.000228
==> critical path, cell delays in order <==
cell,delay (ns)
sky130_fd_sc_hd__dlygate4sd2_1,0.26
sky130_fd_sc_hd__nor4bb_4,0.27
sky130_fd_sc_hd__and3_4,0.23
sky130_fd_sc_hd__mux2_4,0.30
sky130_fd_sc_hd__buf_2,0.11
==> stage by stage <==
step	area (sq um)	setup WS, ns	utilization, %	setup TNS, ns	power [W]
6_report	1484	0.01880	25.06	0	0.0004708
2_1_floorplan	867.1	0.4064	-	0	0.0001856
5_1_grt	1484	-0.01286	25.06	-0.02528	0.0005009
3_3_place_gp	1415	-0.6680	23.90	-3.788	0.0002934
4_1_cts	1474	-0.003727	24.89	-0.003727	0.0004797
3_5_place_dp	1415	-0.6786	23.90	-3.721	0.0002937
==> cell families (layout without fill, tap and decap cells) <==
| group | after synthesis | count (layout) |
|---|---|---|
| and+or+nand+nor | 40 | 40 |
| muxes | 1 | 1 |
| AOI/OAI and AO/OA | 3 | 3 |
| DFF | 4 | 4 |
| buffers and inverters | 67 | 101 |
==> timing repair <==
item	in CTS	in global routing
gates cloned	1	0
resized	30	6
setup buffers	0	0
pin swaps	3	2
endpoints found under the setup margin	26	4
No activity file was given, so power comes from the tool's default toggle rates.
