$ cat run.sh
#!/bin/bash
# OpenROAD 26Q1-2900-gdf79404cd8, Yosys 0.63+post, stock flow scripts
make -C /OpenROAD-flow-scripts/flow DESIGN_CONFIG=/design/flow/config.mk WORK_HOME=/design/flow/orfs finish
$ cat config.mk
export PLATFORM = sky130hd
export DESIGN_NAME = APB_timer
export DESIGN_NICKNAME = APB_timer
export VERILOG_FILES = /design/flow/design.v
export SDC_FILE = /design/flow/constraint.sdc
export NUM_CORES = 4
export LEC_CHECK = 1
export CORE_UTILIZATION = 40
export SYNTH_HDL_FRONTEND = slang
$ cat constraint.sdc
current_design APB_timer

set clk_period 10.0
set clk_io_pct 0.2

create_clock -name clk0 -period $clk_period [get_ports {pCLK}]

set non_clock_inputs [all_inputs -no_clocks]
set_input_delay [expr $clk_period * $clk_io_pct] -clock clk0 $non_clock_inputs
set_output_delay [expr $clk_period * $clk_io_pct] -clock clk0 [all_outputs]
$ cat design.v
module APB_timer #(
    parameter DW = 32 ,   
    parameter AW = 32    
) (
    input logic pCLK,
    input logic pRESETn,
    input logic [AW-1:0] pADDR,
    input logic  pSEL,  
    input logic  pENABLE,
    input logic  pWRITE,
    input logic [DW-1:0] pWDATA,
    output logic [DW-1:0] pRDATA,
    output logic  pREADY,
    output logic  pSLVERR
);
    logic [63:0] count_reg;
    logic [31:0] config_reg;
    always_ff @(posedge pCLK) begin
        if (!pRESETn) begin
            count_reg <= 64'b0;
        end else begin
            if(config_reg[0]) begin
                if(config_reg[1]) begin
                    count_reg <= 0;
                end else begin
                    count_reg <= count_reg + 1;
                end
            end
        end
    end
    logic wr_en;
    assign wr_en = pSEL & pWRITE & pREADY & pENABLE ; 
    always_ff @( posedge pCLK ) begin : write_logic
        if (!pRESETn) begin
            config_reg <= 0;
        end else begin
            if (wr_en) begin
                if(pADDR[6:0] == 7'h00) begin
                    config_reg <= pWDATA;
                end
            end
        end
    end
    logic [31:0] read_data;
    assign rd_en = pSEL & !pWRITE & pREADY & pENABLE ; 
    always_comb begin
        if (rd_en) begin
            case (pADDR[6:0])
                7'h04: begin
                    pRDATA = count_reg[31:0];
                end
                7'h08: begin
                    pRDATA = count_reg[63:32];
                end
                default: begin
                    pRDATA = 32'b0;
                end
            endcase
        end else begin
            pRDATA = 32'b0;
        end
    end
    always_ff @(posedge pCLK) begin
        if (!pRESETn) begin
            pREADY <= 1'b1;
        end else begin
            pREADY <= 1'b1;  
        end
    end
    logic write_fail;
    assign write_fail = (wr_en && pADDR[6:0] != 7'h00) ? 1'b1 : 1'b0;
    logic read_fail;
    assign read_fail = (rd_en && pADDR[6:0] != 7'h04 && pADDR[6:0] != 7'h08) ? 1'b1 : 1'b0;
    always_ff @(posedge pCLK) begin
        if (!pRESETn) begin
            pSLVERR <= 1'b0;
        end else begin
            pSLVERR <= write_fail | read_fail;
        end
    end
endmodule
==> out/writeup.txt <==
The run finished with clean final reports. Yosys printed 0 warnings. The critical path data arrival time was 4.07 ns.

For the worst reg-to-reg path, the endpoint reported by OpenROAD is count_reg[40]. The report lists the number of cells resized after CTS as 0. Subtracting the final worst setup slack from the clock period gives 6.07 ns. The remaining antenna violation count was 0. Per the cell usage report, the commonest logic cell in the layout is sky130_fd_sc_hd__nor2_1. The number of storage elements in the synthesis netlist was 67; the post-route clock skew was 0.0101 ns. The logs give 3067 for the via count of the first global-routing pass and 0 for the total of endpoints with negative setup slack in the final report. The number of clock buffers added by TritonCTS is 9.

Setup repair after global routing left no endpoint under its margin. The beginning of the worst hold path is count_reg[63]. Yosys reports a chip area of 0.00363 mm^2.

The relative max-transition margin was 0.519; the pin count of the biggest net entering global routing was 65. 103 I/O pins were placed. Along the worst path, the maximum fanout reaches 32. Compared with the post-synthesis result, the final layout area differs by 20.3%. The tools report the total global routing track utilization as 0.209. Initial core utilization: 0.414. The path class of the tightest hold or removal check is reg -> reg. The worst path meets setup with 3.93 ns of slack.

The run gives 0.00363 mm^2 as the netlist area before placement. The worst register-to-register path depth is 6. In this run the power density over the cells is 116 mW/mm^2.

The report gives the cell count of the worst hold path as 2. The DRC violation count after routing came out at 0. Number of enable flip-flop cells: 0. The tools report the final number of max-transition violations as 0. Post-synth the commonest register cell is sky130_fd_sc_hd__dfxtp_1. The average size of a mapped cell is 8.05 um^2. Looking at the post-CTS report, the setup buffer insertion count equals 0. After routing the design area is 0.00437 mm^2. The footprint of the multi-input gates is 0.00218 mm^2, and the worst slack at placement is 3.93 ns. The number of instances in the synthesized netlist was 451; the share of flip-flops with an asynchronous set or reset was 0.

The launch point of the worst register-to-register path is recorded as count_reg[0]. Maximum clock frequency: 165 MHz. The core region is 0.00876 mm^2. The cell chosen for the clock root is sky130_fd_sc_hd__clkbuf_8.

The post-route core utilization was 0.498; the number of max-cap violations was 0. Transition time of the tightest slew-check pin: 0.715 ns. The chip occupies 0.00947 mm^2.

The final layout report lists a filler cell count of 841. The leakage component of the power was reported as 1.37 nW. The die is 97.3 um tall. Detailed-route iteration 0 reported a violation count of 182. The run gives 587 for the cell count after placement. TritonCTS built the clock tree. In the final report, the number of hold violations comes to 0.

Per the OpenROAD floorplan log, the width of the die is 97.3 um. The tools report the total placed instance area as 0.00417 mm^2. The first global-routing pass estimated 15.6 mm of wire. The weighted congestion reported at the end of routability-driven placement is 0.862, and the largest voltage drop on the vdd net is 0.0939 mV. The critical path class was in -> out.

Note, the detailed placer reported a final HPWL of 6.16 mm. The registers of the reported paths see a clock transition of 0.07 ns. In the layout the commonest cells are 86 x sky130_fd_sc_hd__nor2_1, 67 x sky130_fd_sc_hd__dfxtp_1, 46 x sky130_fd_sc_hd__clkdlybuf4s50_1. The logs give a warning total of 80. In this run the deepest clock path goes through 2 buffers. Share of final-layout standard cells stronger than drive strength 1: 0.0646. The total grt overflow was 0. The logs give 0 for the number of antenna cells inserted and 451 for the number of standard cells reported by yosys. For the register-to-register setup slack, the log shows 7.41 ns.

Input and output buffers added on the ports amount to 46. The final report lists a non-filler cell total of 603. The critical path endpoint has a required time of 8.00 ns. TritonRoute output was used to compute an average wire per cell of 15.4 um. The first TritonRoute pass finished after 4 iterations. The register with the most flip-flops in the layout has 64 of them. The logs give 35 for the count of unique library cells instantiated by Yosys and 0 for the hold buffer count at CTS. The layout report lists the combined flip-flop and latch area as 0.00134 mm^2. The routed layout has 3402 vias.

The script logs the ratio of routed vias to standard cells as 5.64. The clock reaches the later pin of the worst-skew pair after 0.34 ns. The run gives 0.369 as the register area share after synthesis. The wire length recorded after detailed routing is 9.30 mm.

The worst setup path is launched from an input port. The period utilization was 0.607. The path with the worst hold slack has its endpoint at count_reg[63]. The number of antenna violations at the first check in global routing came out at 0.

The CTS log lists the clock sinks for this run as 67. Summed over all failing endpoints, the final setup total negative slack is 0 ns. The worst setup path is captured at an output pin.

After floorplanning, the core was divided into 34 placement rows. The number of levels in the clock H-tree came out at 3.
==> kinds of logic after synthesis <==
logic type               count (synthesis)  share of synthesized area
adder cells (fa/ha/maj)                  1                    0.00344
other                                    1                    0.00103
XOR/XNOR                                43                      0.104
AND-OR/OR-AND                           77                      0.132
flip-flops                              67                      0.369
AND/OR/NAND/NOR                        229                      0.348
multiplexers                             3                    0.00827
buffers and inverters                   30                     0.0348
==> routing by layer <==
layer  routed length, um  GRT usage  vias to the layer above
li1                    -          -                     1715
met1                4580      0.342                     1601
met3                 511     0.0395                        5
met4                  79     0.0147                        0
met5                   0          0                        -
met2                4130      0.309                       81
==> synth_stat cells (all sizes together), types with 4 or more instances <==
cell / number / area share
a21oi: 21 / 0.029
a22oi: 32 / 0.066
and2: 5 / 0.0086
and3: 8 / 0.014
and4: 5 / 0.012
clkbuf: 19 / 0.020
dfxtp: 67 / 0.37
inv: 8 / 0.0083
nand2: 20 / 0.021
nand3: 22 / 0.034
nand4: 35 / 0.062
nor2: 86 / 0.089
nor3: 7 / 0.0096
nor4: 10 / 0.034
o21ai: 20 / 0.028
or3: 19 / 0.033
or4: 4 / 0.0083
xnor2: 15 / 0.036
xor2: 28 / 0.068
==> through the flow <==
stage | hold slack [ns] | total power [mW]
2_1_floorplan | 0.452 | 0.280
3_3_place_gp | 0.465 | 0.288
3_5_place_dp | 0.474 | 0.288
4_1_cts | 0.485 | 0.511
5_1_grt | 0.528 | 0.525
6_report | 0.484 | 0.505
==> worst max-delay path, cell delays in order <==
cell	delay [ns]
sky130_fd_sc_hd__clkdlybuf4s50_1	0.40
sky130_fd_sc_hd__nor3_1	0.19
sky130_fd_sc_hd__nand2_1	0.15
sky130_fd_sc_hd__nor3b_2	0.20
sky130_fd_sc_hd__buf_4	0.36
sky130_fd_sc_hd__a22oi_1	0.15
sky130_fd_sc_hd__nor2_1	0.12
sky130_fd_sc_hd__clkdlybuf4s50_1	0.49
==> worst max-delay path by stage <==
stage,depth (start not counted),slack (ns),to,from
final,8,3.93,pRDATA[1],pADDR[1]
after global routing,8,3.79,pRDATA[30],pADDR[1]
after CTS,8,3.91,pRDATA[1],pADDR[1]
==> layout make-up <==
| cell class | instances | area share |
|---|---|---|
| Multi-Input combinational cell | 354 | 0.498 |
| Clock inverter | 5 | 0.0120 |
| Sequential cell | 67 | 0.307 |
| Inverter | 8 | 0.00687 |
| Timing Repair Buffer | 50 | 0.112 |
| Tap cell | 108 | 0.0309 |
| Clock buffer | 11 | 0.0324 |
==> report_power, final <==
| group | switching [mW] | internal [mW] | total, mW |
|---|---|---|---|
| Combinational | 0.00850 | 0.00635 | 0.0148 |
| Sequential | 0.0000437 | 0.267 | 0.267 |
| Clock | 0.102 | 0.121 | 0.223 |
| Total | 0.111 | 0.394 | 0.505 |
Power and IR drop assume default switching activity.
