`/design/flow/config.mk`:
```
export PLATFORM = sky130hd
export DESIGN_NAME = top
export DESIGN_NICKNAME = top
export VERILOG_FILES = /design/flow/design.v
export SDC_FILE = /design/flow/constraint.sdc
export NUM_CORES = 4
export LEC_CHECK = 1
export CORE_UTILIZATION = 40
export SYNTH_HDL_FRONTEND = slang
```
`/design/flow/constraint.sdc`:
```
current_design top

set clk_period 5.8
set clk_io_pct 0.2

create_clock -name clk0 -period $clk_period [get_ports {clock}]

set non_clock_inputs [all_inputs -no_clocks]
set_input_delay [expr $clk_period * $clk_io_pct] -clock clk0 $non_clock_inputs
set_output_delay [expr $clk_period * $clk_io_pct] -clock clk0 [all_outputs]
```
`/design/flow/design.v`:
```
module SevSegDisplay(
	input  logic clock,
	input  logic reset,
	input  logic [3:0] digit1,
	input  logic [3:0] digit2,
	input  logic [3:0] digit3,
	input  logic [3:0] digit4,
	input  logic [3:0] digit5,
	input  logic [3:0] digit6,
	input  logic [3:0] digit7,
	input  logic [3:0] digit8,
	output logic [7:0] anode_select,
	output logic [6:0] segs
);
	logic [3:0]  curr_digit;
	logic time_tick;
	logic [31:0] digits;
	assign digits = {digit8, digit7, digit6, digit5, digit4, digit3, digit2, digit1};
	value_to_digit v2d (
		.value        (digits),
		.anode_select (anode_select),
		.digit        (curr_digit)
	);
	digits_to_segments d2s (
		.digit (curr_digit),
		.segs  (segs)
	);
	timer_002s t002 (
		.clock     (clock),
		.reset     (reset),
		.time_tick (time_tick)
	);
	anode_assert ae (
		.clock        (clock),
		.reset        (reset),
		.clock_enable (time_tick),
		.anode_select (anode_select)
	);
endmodule
module anode_assert (
	input  logic clock,
	input  logic reset,
	input  logic clock_enable,
	output logic [7:0] anode_select 
);
	logic [2:0] count;
	always_ff @(posedge clock) begin
		if (reset)
			count <= '0;
		else if (clock_enable)
			count <= count + 1'b1;
	end
	assign anode_select = ~(1 << count);
endmodule
module counter_1s (
	input  logic clock,
	input  logic reset,
	input  logic enable,
	output logic [31:0] count
);
	localparam int LIMIT = 100000000;
	logic [31:0] fst_cnt;
	always_ff @(posedge clock) begin
		if (reset || (fst_cnt == (LIMIT - 1)))
			fst_cnt <= '0;
		else
			fst_cnt <= fst_cnt + 1'b1;
	end
	always_ff @(posedge clock) begin
		if (reset)
			count <= '0;
		else if (enable && (fst_cnt == (LIMIT - 1)))
			count <= count + 1'b1;
	end
endmodule
module digits_to_segments (
	input  logic [3:0] digit,
	output logic [6:0] segs
);
	always_comb begin
		case (digit) 
			4'b0000: segs = ~7'b011_1111;  
			4'b0001: segs = ~7'b000_0110;  
			4'b0010: segs = ~7'b101_1011;  
			4'b0011: segs = ~7'b100_1111;  
			4'b0100: segs = ~7'b110_0110;  
			4'b0101: segs = ~7'b110_1101;  
			4'b0110: segs = ~7'b111_1101;  
			4'b0111: segs = ~7'b000_0111;  
			4'b1000: segs = ~7'b111_1111;  
			4'b1001: segs = ~7'b110_1111;  
			4'b1010: segs = ~7'b111_0111;  
			4'b1011: segs = ~7'b111_1100;  
			4'b1100: segs = ~7'b101_1000;  
			4'b1101: segs = ~7'b101_1110;  
			4'b1110: segs = ~7'b111_1001;  
			4'b1111: segs = ~7'b111_0001;  
			default: segs = ~'0;
		endcase
	end
endmodule
module timer_002s (
	input  logic clock,
	input  logic reset,
	output logic time_tick
);
	localparam int LIMIT = 200000;
	logic [17:0] counter;
	always_ff @(posedge clock) begin
		if (reset || (counter == (LIMIT - 1)))
			counter <= '0;
		else 
			counter <= counter + 1'b1;
	end
	assign time_tick = (counter == (LIMIT - 1));
endmodule
module top (
	input  logic clock,
	input  logic reset,
	input  logic enable,
	output logic [7:0] anode_assert,
	output logic [6:0] segs
);
	logic [31:0] count;
	counter_1s c1s (
		.clock  (clock),
		.reset  (reset),
		.enable (enable),
		.count  (count)
	);
	SevSegDisplay ssd (
		.clock        (clock),
		.reset        (reset),
		.digit1       (count[3:0]),
		.digit2       (count[7:4]),
		.digit3       (count[11:8]),
		.digit4       (count[15:12]),
		.digit5       (count[19:16]),
		.digit6       (count[23:20]),
		.digit7       (count[27:24]),
		.digit8       (count[31:28]),
		.anode_select (anode_assert),
		.segs         (segs)
	);
endmodule
module value_to_digit(
	input logic [31:0] value,
	input logic [7:0] anode_select,
	output logic [3:0] digit
);
	always_comb begin
		case(anode_select)
			8'b1111_1110: digit = value[3:0];
			8'b1111_1101: digit = value[7:4];
			8'b1111_1011: digit = value[11:8];
			8'b1111_0111: digit = value[15:12];
			8'b1110_1111: digit = value[19:16];
			8'b1101_1111: digit = value[23:20];
			8'b1011_1111: digit = value[27:24];
			8'b0111_1111: digit = value[31:28];
			default: digit = 4'b0000;
		endcase
	end
endmodule
```
`/design/flow/run.sh`:
```
#!/bin/bash
# OpenROAD 26Q1-2900-gdf79404cd8, Yosys 0.63+post, stock flow scripts
make -C /OpenROAD-flow-scripts/flow DESIGN_CONFIG=/design/flow/config.mk WORK_HOME=/design/flow/orfs finish
```
==> metrics.csv <==
stage,metric,value,unit
outcome,outcome,"complete, no violations",
place,dpl.hpwl,6460,um
setup_path,critical_path_peak_fanout,18,
global_route,grt_pass1_vias,3293,
routing,dr.pass1.iters,4,
yosys,common_cells,"nor2_1 (90), dfxtp_1 (85), nand2_1 (39), xor2_1 (39), nand4_1 (31)",
final_timing,finalHoldViolCount,0,
yosys,ys_seq_share,37.1,%
hold_path,holdPathEnd,ssd.t002.counter[0]$_SDFF_PP0_,
finish,drive_gt1_share,5.32,%
floorplan,fp_util,41.7,%
final_timing,rsz0062_at_grt,no,
floorplan,fp.dieH,109,um
cts,tritoncts,built,
setup_path,reg2reg_setup_slack,2.54,ns
routing,vias,3743,
global_route,grt-ovfl-total,0,
setup_path,cp_num_cells,11,
routing,wl_per_cell,13.3,um
yosys,numSynthFlops,85,
yosys,ys_sh_xor,11.7,%
setup_path,crit_chain,"inv_1, ha_1, nor3_1, nand2_1, nor3b_1, a211o_1, inv_1, ha_1, mux2i_1, a22o_1, clkdlybuf4s50_1",
final_timing,fin_ws,0.903,ns
place,dp_slack,1.26,ns
final_timing,setup_tns,0,ns
yosys,avgSynthCellArea,8.28,um^2
place,gp_routability_congestion,0.867,
yosys,synth_warnings,0,
power_and_ir_drop,power_density,235,nW/um^2
yosys,ys_sh_aoi,8.19,%
place,placed_area,4840,um^2
setup_path,slowest_delay,0.71,ns
yosys,synth.logic.top_family,simple AND/OR/NAND/NOR gates,
cts,clkTransAtPathRegs,0.06,ns
routing,first_iter_violations,160,
cts,postCtsSetupBuffers,0,
floorplan,ios,18,
floorplan,fp.dieW,109,um
yosys,yosys_cells,553,
hold_path,min_path_cells,1,
final_timing,fin_crit,4.90,ns
final_timing,finalCritPeriodShare,84.4,%
cts,cts-buffers-inserted,9,
final_timing,skew,0.00693,ns
cts,clkSinkCount,85,
yosys,synth.top_cell.area_share,37.1,%
cts,htreeDepth,3,
setup_path,required,4.64,ns
setup_path,r2r_end,c1s.count[24]$_SDFFE_PP0P_,
routing,via_per_inst,5.32,
routing,antenna_cells_inserted,0,
yosys,area_leaders,"dfxtp_1 (37%), xor2_1 (7.5%), nor2_1 (7.4%), ha_1 (4.6%), nand4_1 (4.2%)",
setup_path,crit_slowest_cell,dfxtp_1,
yosys,ff_type,dfxtp_1,
finish,utilization,47.0,%
yosys,ys_types,48,
global_route,antenna_found_initial,0,
cts,ctsResizeCount,0,
setup_path,worst-setup-path-type,reg -> out,
setup_path,critical_path_arrival,3.74,ns
cts,clk_latency,0.34,ns
setup_path,cp_top_family,buffers and inverters,
global_route,grt_use_total,16.8,%
yosys,async_flop_share,0,%
finish,finalInstanceArea,5160,um^2
yosys,synth_dominant_cell_count,nor2_1,
setup_path,crit_path_end_kind,output pin,
final_timing,slew_violations,0,
final_timing,tightestPinTransition,0.889,ns
hold_path,holdCritPathClass,reg -> reg,
flow_run,warnings,36,
cts,root_buffer,clkbuf_16,
yosys,synth.cellmix.simpleShare,31.4,%
floorplan,rows,38,
routing,wirelength,9340,um
final_timing,fmax,204,MHz
power_and_ir_drop,leakage,1.77,nW
yosys,syn-cell-area,4580,um^2
cts,clock_path_buffers,2,
flow_run,cap_violations,0,
yosys,ys_sh_mux,3.58,%
hold_path,hp-start,ssd.t002.counter[0]$_SDFF_PP0_,
setup_path,critPathBufInv,3,
setup_path,r2r-start,c1s.fst_cnt[0]$_SDFF_PP0_,
yosys,synth_adder_area_share,4.64,%
final_timing,slew_headroom,40.3,%
setup_path,cp-start-kind,register,
yosys,yosys_area,4580,um^2
global_route,grt_max_degree,42,
floorplan,core_area,11000,um^2
power_and_ir_drop,vdd_ir_drop_max,0.135,mV
yosys,enable_flop_cells,0,
yosys,netlist_instances,553,
cts,postCtsHoldBufs,0,
setup_path,r2r_cells,7,
routing,antenna_left,0,
yosys,yosysTopAreaCell,dfxtp_1,
floorplan,die_area,11900,um^2
final_timing,setup_viol,0,
place,port_buffers,17,
global_route,grt_pass1_wl,15600,um
finish,syn2layout_area_growth,12.7,%
routing,route.detailed.drc,0,
[worst max path at each step]
stage	endpoint	start	slack (ns)
5_1_grt	segs[1]	ssd.ae.count[2]$_SDFFE_PP0P_	0.56
4_1_cts	segs[1]	ssd.ae.count[2]$_SDFFE_PP0P_	0.90
6_report	segs[1]	ssd.ae.count[2]$_SDFFE_PP0P_	0.90
[layout make-up]
cell class | instances | area [um^2]
clock buffer | 11 | 253
clock inverter | 5 | 66.3
fill | 1000 | 5820
inverter | 17 | 63.8
multi-input combinational | 428 | 2720
sequential | 85 | 1700
tap | 140 | 175
timing repair buffer | 18 | 178
[stage by stage]
step | cells | hold WS [ns] | total power, mW
floorplan | 553 | 0.426 | 0.617
global placement | 688 | 0.443 | 0.622
detailed placement | 688 | 0.455 | 0.623
CTS | 704 | 0.470 | 1.23
global route | 704 | 0.498 | 1.26
finish | 704 | 0.465 | 1.21
[placed cells by master, fill, tap and decap left out, types with 2 or more instances in the layout]
cell type	Yosys	final
mux2i_1	13	13
a211o_1	2	2
o31ai_1	6	6
and4_1	6	6
dfxtp_1	85	85
ha_1	17	17
a21oi_1	16	16
nor3b_1	3	3
or4_1	5	5
nand2_1	39	39
mux2_2	3	3
and3_1	10	10
nor2_1	90	90
a22oi_1	8	8
clkbuf_16	0	9
nand4_1	31	31
nand3b_1	2	2
xor2_1	39	39
o21ai_0	12	12
or2_2	4	4
or3_1	14	14
xnor2_1	22	22
a22o_1	6	6
and2_1	5	5
inv_1	17	17
nand3_1	29	29
o22ai_1	3	3
clkdlybuf4s50_1	0	17
nor2b_1	7	7
nor3_1	12	12
nor4_1	8	8
clkbuf_8	0	2
[logic make-up after synthesis]
| kind of cell | after synthesis |
|---|---|
| flops | 85 |
| simple gates | 276 |
| buf+inv | 40 |
| mux | 16 |
| fa+ha+maj | 17 |
| xor+xnor | 61 |
| compound gates | 58 |
[sequential cells by signal, summed over array words and instances, names as in the netlist]
| signal | cells |
|---|---|
| ssd.t002.counter | 18 |
| ssd.ae.count | 3 |
| c1s.fst_cnt | 32 |
| c1s.count | 32 |
[routing by layer]
layer  global-route usage [%]  vias to the layer above  part of all wire [%]
met4                     1.35                        0                   1.2
met5                        0                        -                     0
met3                     3.53                        8                   3.3
met2                     26.0                       55                    44
li1                         -                     1959                     -
met1                     25.6                     1721                    51
[where the power goes]
group / total [mW] / switching [mW] / internal (mW)
clock network: 0.605 / 0.243 / 0.363
registers: 0.590 / 0.00315 / 0.587
logic: 0.0189 / 0.0133 / 0.00556
Power and IR drop assume default switching activity.
